==> design.v <==
module clock_divider (clock, reset, divided_clocks);
input logic reset, clock;
output logic [31:0] divided_clocks = 0;
always_ff @(posedge clock) begin
	divided_clocks <= divided_clocks + 1;
end
endmodule
==> run.sh <==
#!/bin/bash
# OpenROAD 26Q1-2900-gdf79404cd8, Yosys 0.63+post, stock flow scripts
make -C /OpenROAD-flow-scripts/flow DESIGN_CONFIG=/design/flow/config.mk WORK_HOME=/design/flow/orfs finish
==> config.mk <==
export PLATFORM = sky130hd
export DESIGN_NAME = clock_divider
export DESIGN_NICKNAME = clock_divider
export VERILOG_FILES = /design/flow/design.v
export SDC_FILE = /design/flow/constraint.sdc
export NUM_CORES = 4
export LEC_CHECK = 1
export CORE_AREA = 10 10 101 101
export DIE_AREA = 0 0 111 111
==> constraint.sdc <==
current_design clock_divider

set clk_period 4.4
set clk_io_pct 0.2

create_clock -name clk0 -period $clk_period [get_ports {clock}]

set non_clock_inputs [all_inputs -no_clocks]
set_input_delay [expr $clk_period * $clk_io_pct] -clock clk0 $non_clock_inputs
set_output_delay [expr $clk_period * $clk_io_pct] -clock clk0 [all_outputs]
==> Flow_metrics.wiki <==
== Metrics ==
{| class="wikitable"
! Metric !! Value
|-
| Wire per inst || 11.1 um
|-
| Clock Sink Count || 32
|-
| Post-Route Setup TNS || 0 ns
|-
| CP top delay family || buffers and inverters
|-
| Final worst-path setup slack || 2.30 ns
|-
| Largest register FFs || 32
|-
| Buffer and inverter count on the worst path || 1
|-
| First-pass detailed-route iteration total || 4
|-
| Maximum clock insertion buffer count || 2
|-
| Worst Hold Class || flip-flop to flip-flop
|-
| Cell row count || 33
|-
| Count of final hold-check violations || 0
|-
| Number of top-level pins || 34
|-
| Core ar. || 0.00813 sq mm
|-
| Overall die area || 0.0123 sq mm
|-
| Post-cts hold buffer count || 0
|-
| IO Port Bufs || 32
|-
| Setup repair after global routing missed its margin || no
|-
| Summed instance area of the synthesized netlist || 0.00132 sq mm
|-
| Min Hold Slack || 0.451 ns
|-
| Cell type with the highest aggregate area in the netlist || sky130_fd_sc_hd__dfxtp_1
|-
| IR Drop Worst-Case VDD || 115 uV
|-
| Required time reported for the critical path endpoint || 3.52 ns
|-
| Die height || 111 um
|-
| Final setup skew || 0.00692 ns
|-
| Count of inserted antenna diode cells || 0
|-
| Shortest clock period the worst path allows after layout || 2.10 ns
|-
| Critical path start-end classification || flip-flop to output port
|-
| Highest-delay cell along the critical path || sky130_fd_sc_hd__clkdlybuf4s50_1
|-
| Layout cells sized above 1 || 0.110
|-
| Peak fanout along the critical path || 6
|-
| Highest cell delay on the worst timing path || 0.52 ns
|-
| Max-slew headroom || 0.590
|-
| Register with the most flip-flops || divided_clocks
|-
| Worst hold path startpoint || divided_clocks[31]
|-
| H-tree level count || 2
|-
| Count of yosys warnings during synthesis || 1
|-
| Portion of the post-synthesis area used by sequential elements || 0.486
|-
| Total via count in the routed design || 955
|-
| Antenna-violating nets left || 0
|-
| Final Slew Violations || 0
|-
| Vias in the first global route || 937
|-
| Antenna violations before repair || 0
|-
| Total Routed Length || 2.98 mm
|-
| Number of setup buffers added after CTS || 0
|-
| Drt drc || 0
|-
| Source of the worst register-to-register timing path || divided_clocks[0]
|-
| FF-to-FF End || divided_clocks[26]
|-
| Least-Margin Pin Slew || 0.613 ns
|-
| Post-layout period usage || 0.478
|-
| Mean number of vias per cell || 3.56
|-
| Result of the run || complete, no violations
|-
| Count of maximum capacitance violations || 0
|-
| Most numerous cell in the Yosys netlist || sky130_fd_sc_hd__dfxtp_1
|-
| Count of different cell masters after synthesis || 24
|-
| Proportion of netlist area held by the largest area contributor || 0.486
|-
| Cell area after placement || 0.00175 sq mm
|-
| Inserted Clock Buffers || 5
|-
| Worst reg2reg setup slack || 2.50 ns
|-
| Remaining global-route overflow || 0
|-
| Post-layout instance area || 0.00187 sq mm
|-
| Layout-stage area growth over the synthesis result || 41.9%
|-
| Synthesis-stage register bit count || 32
|-
| Post-DP HPWL || 2.20 mm
|-
| Total cell area reported by yosys after synthesis || 0.00132 sq mm
|-
| Cells on Worst Hold Path || 1
|-
| RD Place Congestion || 0.709
|-
| Flip-flop cell with the highest count after synthesis || sky130_fd_sc_hd__dfxtp_1
|-
| Final setup violation count || 0
|-
| Total power density per cell area || 318 mW/mm^2
|-
| Final cell count without fillers || 268
|-
| Number of cells after detailed placement || 260
|-
| Pin count of the biggest net entering global routing || 12
|-
| Worst endpoint data arrival time || 1.22 ns
|-
| Maximum clock frequency || 475 MHz
|-
| Top area cells in the synthesized netlist || sky130_fd_sc_hd__dfxtp_1, sky130_fd_sc_hd__xor2_1, sky130_fd_sc_hd__xnor2_1
|-
| Static leakage power || 0.723 nW
|-
| Cell chosen for the clock root || sky130_fd_sc_hd__clkbuf_8
|-
| Mean instance size in the synthesized netlist || 10.4 sq um
|-
| Number of instances in the synthesized netlist || 127
|-
| Pre-CTS setup slack || 2.54 ns
|-
| Stage-log warning count || 26
|-
| Post-CTS sizing || 0
|-
| Async set-reset flop share out of synthesis || 0
|-
| Most common library cells after synthesis || sky130_fd_sc_hd__dfxtp_1, sky130_fd_sc_hd__xor2_1, sky130_fd_sc_hd__nand3_1, sky130_fd_sc_hd__xnor2_1, sky130_fd_sc_hd__nand2_1
|-
| Logic depth of the worst register-to-register path || 5
|-
| Overall fraction of global-route tracks in use || 0.0473
|-
| Clock transition at the registers of the reported paths || 0.07 ns
|-
| Number of violations reported at the end of detailed-routing iteration 0 || 34
|-
| Insertion delay at the late pin of the worst-skew pair || 0.27 ns
|-
| Die span in x || 111 um
|-
| Number of flops mapped to enable cells by yosys || 0
|-
| Post-synthesis cell count from yosys || 127
|-
| Clock tree from TritonCTS || yes
|-
| Cells along the critical path || clkdlybuf4s50_1
|-
| CP Capture Type || output port
|-
| Largest registers || divided_clocks (32)
|-
| Filler Cell Count || 859
|-
| Startpoint type of the worst setup path || flip-flop
|-
| Worst hold endpoint || divided_clocks[31]
|-
| Effective utilization at floorplan || 0.162
|-
| Global-route wire length before repair || 4.91 mm
|}
==> final cells by class <==
cell class | instances | area [sq um] | share of cell area
flip-flops and latches | 32 | 641 | 0.342
multi-input cells | 86 | 634 | 0.339
repair buffers | 32 | 320 | 0.171
well taps | 105 | 131 | 0.0702
clock buffers | 7 | 96.3 | 0.0515
clock inverters | 1 | 30.0 | 0.0160
inverters | 5 | 18.8 | 0.0100
==> cells by family after synthesis <==
group         after synthesis  synth area share
fa+ha+maj                   1           0.00949
xor+xnor                   30             0.199
buf+inv                     9            0.0332
flops                      32             0.486
simple gates               55             0.272
==> cells in the final DEF (no fill, tap or decap), types with 2 or more instances in the layout <==
cell type                         count
sky130_fd_sc_hd__dfxtp_1             32
sky130_fd_sc_hd__clkdlybuf4s50_1     32
sky130_fd_sc_hd__xor2_1              20
sky130_fd_sc_hd__nand3_1             10
sky130_fd_sc_hd__xnor2_1             10
sky130_fd_sc_hd__nand2_1              9
sky130_fd_sc_hd__clkbuf_8             7
sky130_fd_sc_hd__nor2_1               6
sky130_fd_sc_hd__nor4_2               5
sky130_fd_sc_hd__inv_1                5
sky130_fd_sc_hd__and4_1               4
sky130_fd_sc_hd__nor4_1               4
sky130_fd_sc_hd__nor3_1               4
sky130_fd_sc_hd__nand4_1              3
sky130_fd_sc_hd__nand3_2              2
sky130_fd_sc_hd__and3_1               2
==> routing by layer <==
metal | global-route usage | vias up | part of all wire | wire length, um
met1 | 0.0624 | 427 | 0.48 | 1440
met3 | 0.0252 | 2 | 0.097 | 290
met5 | 0 | - | 0 | 0
met4 | 0.00521 | 0 | 0.0027 | 8
met2 | 0.0688 | 25 | 0.42 | 1240
li1 | - | 501 | - | -
==> where the power goes <==
| group | total, mW | leakage (nW) | switching (mW) | internal, mW |
|---|---|---|---|---|
| registers | 0.290 | 0.258 | 0 | 0.290 |
| logic | 0.000000401 | 0.401 | 0 | 0 |
| clock network | 0.305 | 0.0645 | 0.105 | 0.200 |
| total | 0.594 | 0.723 | 0.105 | 0.489 |
==> worst max-delay path by stage <==
stage / startpoint / end / slack, ns / cells after the start
4_1_cts: divided_clocks[7] / divided_clocks[7] / 2.26 / 1
5_1_grt: divided_clocks[26] / divided_clocks[26] / 2.21 / 1
6_report: divided_clocks[26] / divided_clocks[26] / 2.30 / 1
==> per-stage QoR <==
step / power [mW] / utilization
finish: 0.594 / 0.230
global route: 0.618 / 0.230
CTS: 0.605 / 0.230
detailed placement: 0.296 / 0.215
global placement: 0.296 / 0.215
floorplan: 0.296 / -
==> worst reg2reg max path: cells and delay by family, from the launching register on <==
family | cells | cell delay [ns]
simple gates | 3 | 0.96
flops | 1 | 0.43
fa+ha+maj | 1 | 0.27
xor+xnor | 1 | 0.17
Power is estimated from default activity; no workload was simulated.
